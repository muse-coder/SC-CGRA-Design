### flow/config.mk
export PLATFORM = sky130hd
export DESIGN_NAME = CosaimTop_16_top
export DESIGN_NICKNAME = CosaimTop_16_top
export VERILOG_FILES = /design/flow/design.v
export SDC_FILE = /design/flow/constraint.sdc
export NUM_CORES = 4
export LEC_CHECK = 1
export CORE_UTILIZATION = 40
### flow/constraint.sdc
current_design CosaimTop_16_top

set clk_period 36.9
set clk_io_pct 0.2

create_clock -name clk0 -period $clk_period

set non_clock_inputs [all_inputs -no_clocks]
set_input_delay [expr $clk_period * $clk_io_pct] -clock clk0 $non_clock_inputs
set_output_delay [expr $clk_period * $clk_io_pct] -clock clk0 [all_outputs]
### flow/design.v
module CosaimTop_16_top#(parameter DATA_WIDTH=16
	)(
		input [DATA_WIDTH-1:0] io_inputs_a,
		input [DATA_WIDTH-1:0] io_inputs_b,
		output [DATA_WIDTH*2-1 :0] mul_result
    );
	wire [3:0] a_carry;
	wire [3:0] b_carry;
	leading_zero_16 acarry(
	       .a(io_inputs_a),
	       .y(a_carry)
	 );
	leading_zero_16 bcarry(
           .a(io_inputs_b),
           .y(b_carry)
     );
	wire [DATA_WIDTH-1:0]	scaled_a_in ;
	wire [DATA_WIDTH-1:0]	scaled_b_in ;
	wire [4:0] shiftNum;
	assign	scaled_a_in = io_inputs_a << a_carry;
	assign	scaled_b_in = io_inputs_b << b_carry;
	assign  shiftNum 	= a_carry + b_carry;
	wire [DATA_WIDTH*2-1:0] expandedResult;
	CosaimKernel_16  #(.DATA_WIDTH(DATA_WIDTH)
	) CosaimKernelIns
	(
		.X(scaled_a_in),
		.W(scaled_b_in),
		.mul_result(expandedResult)
    );
	assign mul_result = expandedResult>> shiftNum;
endmodule
module CosaimKernel_16#(parameter DATA_WIDTH=16
	)(
		input [DATA_WIDTH-1:0] X,
		input [DATA_WIDTH-1:0] W,
		output [DATA_WIDTH*2-1 :0] mul_result
    );
	wire [DATA_WIDTH-1:0] X_Time 	[DATA_WIDTH-1:0] ; 
	wire [DATA_WIDTH-1:0] X_Value 	[DATA_WIDTH-1:0] ;
	wire [DATA_WIDTH-1:0] temp		[DATA_WIDTH-1:0] ;
	wire [DATA_WIDTH-1:0] temp2		[DATA_WIDTH-1:0] ;
	genvar i;
	generate
		for (i =0 ; i < DATA_WIDTH ; i = i + 1) begin : genTime
			assign temp[i] = {{(DATA_WIDTH-1){1'b0}} , W[DATA_WIDTH-i-1:DATA_WIDTH-i-1]};
			assign temp2[i] =  W>>(DATA_WIDTH-i)  ; 
			assign X_Time[i] = temp[i] + temp2[i]  ; 
		end
		for (i =0 ; i <DATA_WIDTH ; i = i + 1) begin : genValue
			assign X_Value[i] = {(DATA_WIDTH){X[i]}} & X_Time[i]; 
		end
	endgenerate
	wire [DATA_WIDTH*2-1:0] subMul_result [14:0]; 
	assign subMul_result[0]  = X_Value[0] + X_Value[1] ; 
	assign subMul_result[1]  = X_Value[2] + X_Value[3] ;
	assign subMul_result[2]  = X_Value[4] + X_Value[5] ;
	assign subMul_result[3]  = X_Value[6] + X_Value[7] ;
	assign subMul_result[4]  = X_Value[8] + X_Value[9] ;
	assign subMul_result[5]  = X_Value[10] + X_Value[11] ;
	assign subMul_result[6]  = X_Value[12] + X_Value[13] ;
	assign subMul_result[7]  = X_Value[14] + X_Value[15] ;
	assign subMul_result[8]  = subMul_result[0] + subMul_result[1] ;
	assign subMul_result[9]  = subMul_result[2] + subMul_result[3] ;
	assign subMul_result[10] = subMul_result[4] + subMul_result[5] ;
	assign subMul_result[11] = subMul_result[6] + subMul_result[7] ;
	assign subMul_result[12] = subMul_result[8] + subMul_result[9] ;
	assign subMul_result[13] = subMul_result[10] + subMul_result[11] ;
	assign subMul_result[14] = subMul_result[12] + subMul_result[13] ;
	assign mul_result = (subMul_result[14])<<DATA_WIDTH ;
endmodule
`timescale 1ns / 1ps
module leading_zero_16(
    input [15:0] a,
    output [3:0] y
    );
	wire[3:0] high8Zero;
	wire[3:0] low8Zero;
	leading_zero_8 high_8(
	    .a(a[15:8]),
	    .y(high8Zero)
	);
	leading_zero_8 low_8(
    	.a(a[7:0]),
    	.y(low8Zero)
    	);
	assign y = high8Zero=='d8 ? 'd8 + low8Zero : high8Zero;
endmodule
`timescale 1ns / 1ps
module leading_zero_4(
    input  [3:0] a,
    output [2:0] y
    );
	assign y = a[3:3] == 1'b1 ? 'd0:
			   a[2:2] == 1'b1 ? 'd1:
			   a[1:1] == 1'b1 ? 'd2:
			   a[0:0] == 1'b1 ? 'd3: 'd4;
endmodule
`timescale 1ns / 1ps
module leading_zero_8(
    input [7:0] a,
    output [3:0] y
    );
	wire [2:0] high4Zero;
	wire [2:0] low4Zero;
	leading_zero_4 high4(
    .a(a[7:4]),
    .y(high4Zero)
    );
	leading_zero_4 low4(
    .a(a[3:0]),
    .y(low4Zero)
    );
	assign y = high4Zero== 'd4 ? 3'd4 + low4Zero : high4Zero; 
endmodule
### flow/run.sh
#!/bin/bash
# OpenROAD 26Q1-2900-gdf79404cd8, Yosys 0.63+post, stock flow scripts
make -C /OpenROAD-flow-scripts/flow DESIGN_CONFIG=/design/flow/config.mk WORK_HOME=/design/flow/orfs finish
==> results.cfg <==
; implementation run metrics
[synth]
ys_area_mm2 = 0.008690
synth_warnings = 1
synth_seq_share_pct = 0
ys_types = 80
synth_stat.cells = 1158
netlist.area_leader.share_pct = 24.42
syn-cell-area_mm2 = 0.008690
top_cells_by_area = fa_1 24%, ha_1 8.8%, nand2_1 7.0%, xnor2_1 6.1%, mux2i_1 5.8%
syn_avg_cell_area_um2 = 7.504
synth_area_leader_cell = fa_1
syn_inst = 1158

[timing]
drv_slew = 0
period_needed_ns = 26.37
tightest_slew_ns = 0.8596
timing.hold.ws_ns = 16.69
period_used_pct = 71.46
rsz0062_at_grt = false
max_freq_mhz = 37.93
fin_ws_ns = 10.53
fin_tns_setup_ns = 0
setup_viol = 0
relSlewSlack_pct = 41.97
finalHoldViolCount = 0

[min_path]
hp-start = io_inputs_b[0]
worstHoldPathType = input port to output port
whs_path_depth = 8
min_to = mul_result[31]

[layout]
stdcell_area_mm2 = 0.009632
register_area_um2 = 0
area_delta_synth_final_pct = 10.84
instances_no_fill = 1466
drive_above_1_share_pct = 5.793
clockBufferCount = 0
final_core_util_pct = 45.53
seq_cells = 0

[setup_path]
critPathLaunch = io_inputs_b[10]
cp_slowest_stage_delay_ns = 0.77
critical_path.slowest_cell = mux2i_1
cp.required_ns = 29.52
cp_common_cell = fa_1
endpoint_kind = output port
startpoint_type = input port
crit_arrival_ns = 18.99
worstSetupPathType = input port to output port
path_max_fanout = 13

[floorplanning]
fp_util_pct = 41.08
coreArea_mm2 = 0.02115
chip_area_mm2 = 0.02232
die_h_um = 149.4
std_cell_rows = 53
die.size.x_um = 149.4
ios = 64

[detailed_routing]
wl_per_cell_um = 18.76
num_vias = 8488
route.detailed.drc = 0
antenna-diode-count = 0
routed_wl_mm = 27.50
viasPerCell = 5.790
drtIter0Drc = 749
final_antenna_net_count = 0
dr.pass1.iters = 5

[placement]
io_buffers = 64
globalplace.congestion = 1.017
numPlacedInstances = 1466
dpl-instance-area_mm2 = 0.009632
dpl.hpwl_mm = 22.90
dp_worst_setup_slack_ns = 10.74

[cts]
cts_setup_buffers = 0
cts_hold_repair.buffers = 0
post_cts_resized = 0

[global_route]
antenna_found_initial = 0
grt_pass1_wl_mm = 44.67
grtUsageTotal_pct = 26.69
grt_pass1_vias = 8067
overflow = 0
grt_max_degree = 23

[job]
cap_viol_max_count = 0
tool_warnings = 32

[outcome]
status = finished, final reports clean
## critical path: cells and delay by family
family | cells | cell delay (ns)
adders and majority gates | 7 | 3.31
and+or+nand+nor | 11 | 3.01
AOI/OAI and AO/OA | 7 | 1.95
buffers and inverters | 6 | 1.69
muxes | 2 | 0.96
xor gates and xnor gates | 2 | 0.66
## synth_stat cells (13+ instances only)
cell type	count
nand2_1	161
inv_1	129
fa_1	106
nor2_1	96
ha_1	61
xnor2_1	61
a21oi_1	56
mux2i_1	50
nand3_1	47
clkbuf_1	35
xor2_1	35
o21ai_0	30
nor3_1	25
a21o_1	16
buf_2	14
o22ai_1	14
nor4_1	13
## how the worst max path moves through the flow
stage                             to  slack (ns)  cells after the start
after CTS             mul_result[18]       10.73                     35
after global routing   mul_result[2]        9.84                     34
final                 mul_result[18]       10.53                     35
## layer usage
metal	wire, um	track usage (%)
met5	52	2.045
met4	796	6.582
met3	2250	4.306
met2	11620	38.43
met1	12790	42.29
## area by class of cell
cell class | count | area (um^2)
fill | 2163 | 11520
inverter | 132 | 500.5
multi-input combinational | 970 | 7959
tap | 275 | 344.1
timing repair buffer | 89 | 828.3
## kinds of logic (layout without fill, tap and decap cells)
logic type	Yosys count	after routing	synth area share (%)
AND/OR/NAND/NOR	416	416	22.12
XOR/XNOR	96	96	9.676
multiplexers	62	62	7.833
AND-OR/OR-AND	229	229	18.66
buffers and inverters	188	221	8.510
adder cells (fa/ha/maj)	167	167	33.20
## placed cells by master, fill, tap and decap left out, types with 5 or more instances in the layout
cell type,synthesis,routed
a211oi_1,8,8
a21o_1,16,16
a21oi_1,56,55
a31oi_1,8,8
and2_1,10,10
and3_1,10,10
buf_4,3,25
clkdlybuf4s50_1,0,64
fa_1,106,106
ha_1,61,61
inv_1,129,129
mux2_2,8,8
mux2i_1,50,50
nand2_1,161,161
nand2b_1,7,7
nand3_1,47,47
nand4_1,8,8
nor2_1,96,96
nor2b_1,8,8
nor3_1,25,24
nor4_1,13,13
o211a_1,5,5
o211ai_1,10,10
o21a_1,7,7
o21ai_0,30,29
o21ai_1,10,11
o22ai_1,14,14
o31ai_1,7,7
or3_1,10,10
or4_1,5,5
xnor2_1,61,61
xor2_1,35,35
